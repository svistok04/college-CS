===== /design/flow/run.sh =====
#!/bin/bash
# OpenROAD 26Q1-2900-gdf79404cd8, Yosys 0.63+post, stock flow scripts
make -C /OpenROAD-flow-scripts/flow DESIGN_CONFIG=/design/flow/config.mk WORK_HOME=/design/flow/orfs finish

===== /design/flow/config.mk =====
export PLATFORM = sky130hd
export DESIGN_NAME = GenSignal_mROM
export DESIGN_NICKNAME = GenSignal_mROM
export VERILOG_FILES = /design/flow/design.v
export SDC_FILE = /design/flow/constraint.sdc
export NUM_CORES = 4
export LEC_CHECK = 1
export CORE_AREA = 10 10 100 100
export DIE_AREA = 0 0 110 110

===== /design/flow/constraint.sdc =====
current_design GenSignal_mROM

set clk_period 5.4
set clk_io_pct 0.2

create_clock -name clk0 -period $clk_period [get_ports {iCLK}]

set non_clock_inputs [all_inputs -no_clocks]
set_input_delay [expr $clk_period * $clk_io_pct] -clock clk0 $non_clock_inputs
set_output_delay [expr $clk_period * $clk_io_pct] -clock clk0 [all_outputs]

===== /design/flow/design.v =====
`timescale 1ns / 1ps
module GenSignal_mROM(
    input iCLK,
    output reg oLED
    );
	 initial oLED = 0;
	 reg [3:0] rStan = 12;
	 reg [21:0] rCnt = 0;
	 reg sCLK100ms = 1;
	wire mROM[11:0];
	assign mROM[0] = 1;
	assign mROM[1] = 0;
	assign mROM[2] = 0;
	assign mROM[3] = 1;
	assign mROM[4] = 0;
	assign mROM[5] = 1;
	assign mROM[6] = 0;
	assign mROM[7] = 0;
	assign mROM[8] = 0;
	assign mROM[9] = 0;
	assign mROM[10] = 1;
	assign mROM[11] = 0;
	always @(posedge iCLK)
		begin
			rCnt = rCnt + 1;
			if (rCnt >= 22'd2500000)
				begin
					rCnt = 0;
					sCLK100ms = !sCLK100ms;
				end
		end
	always@(posedge sCLK100ms)
		begin
			rStan = rStan + 1;
			if(rStan >= 4'd12) rStan = 4'd0;
		end
	always@(rStan)
		begin
				oLED = mROM[rStan];
		end
endmodule

==> impl_metrics.json <==
{
  "initCoreUtil": 0.226,
  "clkTransAtPathRegs_ns": 0.08,
  "drv_cap": 0,
  "grt_start_max_net_pins": 19,
  "whs_ns": 0.468,
  "layout_top_cell": "dfxtp_1",
  "design.core.area_mm2": 0.00781,
  "setup_violations": 0,
  "path_cells": "ha_1 -> nand3_1 -> nor4_4 -> nand4_1 -> a211oi_4 -> nand2_1 -> o21a_1",
  "synth_area_per_cell_um2": 8.30,
  "postCtsSetupBuffers": 0,
  "cts_tree": "yes",
  "post_cts_resized": 0,
  "ant_nets": 0,
  "timing.final.crit_share": 0.533,
  "drtIter0Drc": 136,
  "yosys.area_share.xor_xnor": 0.103,
  "async_reset_ff_frac": 0,
  "final_layout_size_suffix_gt1_frac": 0.0861,
  "worstPathRequired_ns": 5.44,
  "cpPeakStageDelay_ns": 0.72,
  "worst_pin_slew_ns": 0.754,
  "critical-path-top-delay-family": "simple AND/OR/NAND/NOR gates",
  "num_vias": 1509,
  "yosys-top-cells-area": "dfxtp_1 29%, xnor2_1 6.9%, o21ai_1 6.5%",
  "rsz0062_at_grt": "false",
  "p_leak_nw": 0.564,
  "status": "complete, no violations",
  "path_class": "reg -> reg",
  "cts_hold_buffers": 0,
  "finalMaxSlewViolations": 0,
  "pwr_density_cell_mw_per_mm2": 145,
  "critPathArrivalTime_ns": 2.91,
  "untimed_endpoints": 5,
  "slowest_stage": "a211oi_4",
  "gp_congestion": 0.857,
  "warnings": 28,
  "synthCells": 213,
  "ir_drop_mv": 0.0690,
  "synth_cell_type_count": 48,
  "die_w_um": 110,
  "relSlewSlack": 0.496,
  "drc": 0,
  "synth_flops": 27,
  "worstPathMaxFanout": 18,
  "cts_made_buffers": 3,
  "hp-class": "reg -> reg",
  "ys_sh_simple": 0.277,
  "ys_area_mm2": 0.00177,
  "io_buffer_count": 1,
  "top_area_frac": 0.294,
  "fmax_mhz": 347,
  "die-area_mm2": 0.0121,
  "ctsHtreeMaxLevel": 1,
  "synth-compound-area-share": 0.213,
  "grt_pass1_wl_um": 6560,
  "r2r-start": "rCnt[0]",
  "synthAdderAreaFrac": 0.0354,
  "ios": 2,
  "die_y_um": 110,
  "wl_per_cell_um": 11.6,
  "ys_sh_mux": 0.00566,
  "hold_viol_final": 0,
  "edf_count": 1,
  "unclocked_regs": 4,
  "ys_warn_count": 1,
  "diodes": 0,
  "ys_seq_share": 0.311,
  "hold_start": "rCnt[21]",
  "track_usage": 0.0639,
  "lay_top_cells": "26 x dfxtp_1, 23 x o21ai_1, 22 x nand3_1, 16 x nand2_1, 14 x xnor2_1",
  "cp-startpoint": "rCnt[0]",
  "fin_tns_setup_ns": 0,
  "logic_family": "simple AND/OR/NAND/NOR gates",
  "critPathCaptureType": "flop",
  "worstSkewPairLatency_ns": 0.26,
  "yosysCellCount": 213,
  "via_per_inst": 4.85,
  "antenna_found_initial": 0,
  "period_needed_ns": 2.88,
  "rows": 32,
  "crit_buf_inv": 0,
  "top_area_cell": "dfxtp_1",
  "crit_path_start_kind": "flop",
  "dp_hpwl_um": 2530,
  "clock-root-buffer": "clkbuf_8",
  "area_growth_pct": 7.57,
  "cts.path.max_buffers": 2,
  "grt_pass1_vias": 1344,
  "skew_ns": 0.00285,
  "globalRouteOverflowTotal": 0,
  "wirelength_um": 3620,
  "ff_type": "dfxtp_1",
  "first_pass_iters": 6,
  "syn_area_mm2": 0.00177
}
==> worst paths after layout <==
kind	endpoint	slack [ns]	depth (start not counted)
setup / recovery	sCLK100ms	2.52	7
hold / removal	rCnt[19]	0.47	1
setup reg to reg	sCLK100ms	2.52	7
hold reg to reg	rCnt[19]	0.47	1
==> synthesized netlist by cell type, types with 3 or more instances <==
| library cell | instances |
|---|---|
| o22ai_1 | 3 |
| o21ai_0 | 6 |
| nor4_1 | 3 |
| nor3_1 | 5 |
| o21ai_1 | 23 |
| nand2_1 | 16 |
| nand2b_1 | 5 |
| nor2_1 | 9 |
| a21oi_1 | 8 |
| dfxtp_1 | 26 |
| nand3_1 | 22 |
| nand4_1 | 3 |
| inv_1 | 8 |
| nand3b_1 | 4 |
| xnor2_1 | 14 |
| xor2_1 | 5 |
| clkbuf_1 | 4 |
| a31oi_1 | 3 |
| ha_1 | 5 |
| buf_2 | 4 |
==> cell families (layout without fill, tap and decap cells) <==
kind of cell | Yosys count | after routing
buffers and inverters | 19 | 15
DFF | 27 | 27
xor gates and xnor gates | 20 | 20
muxes | 1 | 1
adders and majority gates | 5 | 5
AOI/OAI and AO/OA | 59 | 59
and+or+nand+nor | 82 | 82
==> per-stage QoR <==
step	utilization	instances	instance area, µm²	worst slack [ns]	power, W
after floorplan	-	213	1770	2.96	0.000174
after global placement	0.238	307	1860	2.57	0.000174
after detailed placement	0.238	307	1860	2.51	0.000174
after CTS	0.244	311	1900	2.49	0.000282
after global routing	0.244	311	1900	2.23	0.000290
final	0.244	311	1900	2.52	0.000276
==> power breakdown <==
group          internal [W]        total, W  switching [W]
Combinational             0  0.000000000317              0
Sequential         0.000170        0.000170              0
Clock             0.0000514        0.000106      0.0000542
==> flip-flops by register name, indices dropped and copies added, names as in the netlist <==
signal	cells
rStan	4
rCnt	22
sCLK100ms	1
==> layer usage <==
metal  wire length (µm)  global-route usage
met3                214             0.00470
met4                 43              0.0102
met5                  0                   0
met2               1630              0.0974
met1               1730              0.0983
==> area by class of cell <==
type	count	area [µm²]
Clock buffer	3	41.3
Clock inverter	1	5.00
Timing Repair Buffer	3	25.0
Tap cell	102	128
Sequential cell	27	551
Multi-Input combinational cell	167	1120
Inverter	8	30.0
Fill cell	831	5910
Power and IR drop assume default switching activity.
