===== design/flow/config.mk =====
export PLATFORM = sky130hd
export DESIGN_NAME = zad_2
export DESIGN_NICKNAME = zad_2
export VERILOG_FILES = /design/flow/design.v
export SDC_FILE = /design/flow/constraint.sdc
export NUM_CORES = 4
export LEC_CHECK = 1
export CORE_UTILIZATION = 30

===== design/flow/constraint.sdc =====
current_design zad_2

set clk_period 4.1
set clk_io_pct 0.2

create_clock -name clk0 -period $clk_period [get_ports {iCLK}]

set non_clock_inputs [all_inputs -no_clocks]
set_input_delay [expr $clk_period * $clk_io_pct] -clock clk0 $non_clock_inputs
set_output_delay [expr $clk_period * $clk_io_pct] -clock clk0 [all_outputs]

===== design/flow/design.v =====
`timescale 1ns / 1ps
module zad_2(
    input iCLK,
    output reg [7:0] seg,
    output reg [2:0] baza
    );
reg [4:0] rStan = 10;
reg [22:0] rCnt = 0;
reg sCLK1s = 1;
always @(posedge iCLK)  
	begin
		rCnt = rCnt +1;
		if (rCnt >= 23'd10000000)
		begin
			rCnt =0;
			sCLK1s = !sCLK1s;
		end
	end
always @(posedge sCLK1s)  
	begin
		rStan = rStan + 1;
		if (rStan >= 4'd10) rStan = 4'd0;
	end
always @(posedge sCLK1s)
	begin
		case(rStan)
		4'd0 : 
			begin
				baza = 3'b110;
				seg = 8'b10111111;
			end
		4'd1 : 
			begin
				seg = 8'b01111111;
			end
		4'd2 : 
			begin
				baza = 3'b101;
			end
		4'd3 : 
			begin
				baza = 3'b011;
			end
		4'd4 : 
			begin
				seg = 8'b11111011;
			end
		4'd5 : 
			begin
				seg = 8'b11110111;
			end
		4'd6 : 
			begin
				seg = 8'b11101111; 
			end
		4'd7 : 
			begin
				baza = 3'b101;
			end
		4'd8 : 
			begin
				baza = 3'b110;
			end
		4'd9 : 
			begin
				seg = 8'b11011111;
			end
	endcase
end
endmodule

===== design/flow/run.sh =====
#!/bin/bash
# OpenROAD 26Q1-2900-gdf79404cd8, Yosys 0.63+post, stock flow scripts
make -C /OpenROAD-flow-scripts/flow DESIGN_CONFIG=/design/flow/config.mk WORK_HOME=/design/flow/orfs finish

==> job_summary.md <==
## Implementation flow summary

| Metric | Value |
|---|---|
| Worst-path cell chain | `ha_1 -> nand3_1 -> nor4_1 -> mux2_2 -> nor3_1 -> nor3_4 -> nor4_1` |
| Hold Startpoint | `rCnt[18]` |
| M2 GR Usage | `0.1761` |
| Synth top cells by count | `dfxtp_1, nor2_1, nor4_1` |
| Critical path's top delay family | `simple AND/OR/NAND/NOR gates` |
| MaxCap Viol Count | `0` |
| Vias per cell | `~5.0` |
| Antenna cells | `0` |
| H-tree Lvls | `1` |
| Clock Root Buffer | `clkbuf_8` |
| Setup Buffers After CTS | `0` |
| Final setup TNS | `0 ps` |
| Deepest clock path buffer count | `2` |
| Status | `completed` |
| Tot GR Track Use | `0.1157` |
| Cell count listed in synth_stat.txt | `238` |
| PD cells | `~210 nW/µm²` |
| Reg2reg end | `rCnt[5]` |
| Fraction of layout cells with a size suffix above 1 | `0.08824` |
| Critical Path RT | `about 4300 ps` |
| DR iter-0 viols | `about 57` |
| Leading area contributor after synthesis | `dfxtp_1` |
| CTS tree | `done` |
| First-pass GRT wire length | `a little over 7000 µm` |
| Kind of critical path | `reg2reg` |
| Largest net degree at the start of global routing | `20` |
| Worst-path clk slew | `around 90 ps` |
| GR peak layer | `met1` |
| Synthesis-stage register bit count | `38` |
| P&R area growth vs syn | `7.856%` |
| Tool warnings | `28` |
| Utilization after layout | `0.3408` |
| Vias in the first global route | `approximately 1600` |
| Critical path buffer and inverter count | `0` |
| Skew final | `approximately 8.6 ps` |
| Worst hold stages | `2` |
| Count leader, synth | `dfxtp_1` |
| Detailed-route DRC error count | `0` |
| Syn Area/Cell | `~9.2 µm²` |
| Crit-path max FO | `18` |
| Post-CTS Resized | `0` |
| Num ports | `12` |
| M3 GR Usage | `0.01154` |
| Most common cell on crit path | `nor4_1` |
| Fin crit period | `between 3000 and 4000 ps` |
| Post-Syn Instances | `238` |
| RSZ-0062 raised after global routing | `no` |
| Clk pwr share | `0.375` |
| FP Util | `0.3159` |
| Worst hold slack | `slightly below 600 ps` |
| Netlist cell types | `53` |
| Endpoints failing hold | `0` |
| YS chip area | `2182 µm²` |
| Slowest-stage cell, CP | `nor3_1` |
| Vias | `approximately 1700` |
| Post-synth ARST share | `0` |
| Worst Tran Pin Value | `about 740 ps` |
| Total Routed Length | `between 4000 and 5000 µm` |
| Top cell area share | `0.2569` |
| Net Sw Power | `roughly 120 µW` |
| Hpwl dp | `2803 µm` |
| CTS buffer count | `3` |
| Int Power | `approximately 380 µW` |
| Remaining Overflow, GRT | `0` |
| R2R setup slack | `about 1000 ps` |
| Worst IR drop on VDD | `0.0001156 V` |
| Static Leak | `a little over 0.0007 µW` |
| Die area | `~7600 µm²` |
| Die X-Extent | `approximately 87 µm` |
| Ys Warns | `2` |
| Core Region | `approximately 6900 µm²` |
| Arrival time of the worst setup path | `~3300 ps` |
| Final Cycle Share | `0.7572` |
| Worst R2R Start | `rCnt[0]` |
| F_max | `322.1 MHz` |
| R2R cell count | `7` |
| Met1 Use GR | `0.1764` |
| Flop pwr share | `0.547` |
| Register pins left without a clock | `14` |
| Router iterations before antenna repair | `4` |
| Hold WC Path Type | `reg2reg` |
| Final Slew Violations | `0` |
| Cts hold-fix bufs | `0` |
| Worst Hold End | `rCnt[18]` |
| Rows | `30` |
| Top cells by area | `dfxtp_1, edfxtp_1, xnor2_1` |
| Top FF cell, synth | `dfxtp_1` |
| Gp weighted congestion | `between 0.8 and 0.9` |
| Initial antenna violation count | `0` |
| Wire per inst | `about 12 µm` |
| Startpoint Class | `flip-flop` |
| Crit path largest cell delay | `570 ps` |
| Post-route ant nets | `0` |
| Die H | `approximately 87 µm` |
| Final setup violation count | `0` |
| Number of synthesized flops with an enable pin | `10` |
| Sequential share of the synthesized area | `0.3945` |
| Endpoints left unconstrained | `31` |
| Switching power share of the total | `0.2329` |
| Logic pwr share | `0.078` |
| Clk latency late pin | `around 270 ps` |
| I/O Buffers | `9` |
| Relative max-transition margin | `0.5039` |
| Crit end category | `flip-flop` |
| Post-Syn Area | `around 2200 µm²` |
==> through the flow <==
step,instances,total power (µW),instance area (µm²),worst slack [ps]
floorplan,241,306.2,2193,1399
global placement,330,315.9,2287,1091
detailed placement,330,316.3,2287,1027
CTS,334,505.0,2354,1022
global route,334,520.0,2354,666.2
finish,334,497.3,2354,995.5
==> layout by cell type, fill, tap and decap left out, types with 2 or more instances in the layout <==
master	netlist	layout
a211oi_1	2	2
a21o_2	2	2
a21oi_1	5	5
a221oi_1	2	2
a31o_2	4	4
and3_1	2	2
clkbuf_8	0	3
clkdlybuf4s50_1	0	9
conb_1	2	5
dfxtp_1	28	28
edfxtp_1	10	10
ha_1	5	5
inv_1	12	12
mux2i_1	2	2
nand2_1	15	15
nand2b_1	3	3
nand3_1	12	12
nand3b_1	2	2
nand4_1	8	8
nor2_1	20	20
nor3_1	7	7
nor4_1	18	18
nor4_2	2	2
o211ai_1	3	3
o21ai_0	5	5
o2bb2ai_1	2	2
or3_1	4	4
xnor2_1	15	15
xor2_1	7	7
==> metal layers <==
metal | routed length, µm | vias up
li1 | - | 860
met4 | 72 | 0
met1 | 2152 | 759
met2 | 1713 | 39
met3 | 138 | 10
met5 | 0 | -
==> worst max path at each step <==
stage | start | end | slack (ps) | cells after the start
5_1_grt | rCnt[0] | rCnt[11] | 670 | 7
4_1_cts | rCnt[0] | rCnt[5] | 1020 | 7
6_report | rCnt[0] | rCnt[5] | 1000 | 7
==> power by group through the flow <==
stage | registers, µW | logic, µW | clock network [µW]
4_1_cts | 272 | 38.7 | 194
6_report | 272 | 38.5 | 187
5_1_grt | 275 | 43.9 | 201
==> area by class of cell <==
cell class,count,area [µm²]
fillers,727,4553
well taps,96,120.1
flip-flops and latches,38,860.8
inverters,13,48.80
repair buffers,9,90.09
clock buffers,4,66.31
multi-input cells,174,1167
==> registers in the layout, indices dropped and copies added (netlist names) <==
register	flops
baza	3
rCnt	23
rStan	5
sCLK1s	1
seg	6
==> tightest hold or removal path: cells and delay by family, from the launching register on <==
family,cells,cell delay [ps]
DFF,1,340
xor gates and xnor gates,1,150
and+or+nand+nor,1,50
==> cell families after synthesis <==
family                     Yosys count  share of synthesized area
AOI/OAI and AO/OA                   34                     0.1187
xor gates and xnor gates            22                    0.08831
adders and majority gates            5                    0.02867
buffers and inverters               29                    0.07568
DFF                                 38                     0.3945
muxes                                3                    0.01433
other                                2                   0.003442
and+or+nand+nor                    105                     0.2764
Power is estimated from default activity; no workload was simulated.
