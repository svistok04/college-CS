[./config.mk]
export PLATFORM = sky130hd
export DESIGN_NAME = zad_1
export DESIGN_NICKNAME = zad_1
export VERILOG_FILES = /design/flow/design.v
export SDC_FILE = /design/flow/constraint.sdc
export NUM_CORES = 4
export LEC_CHECK = 1
export CORE_UTILIZATION = 30
[./constraint.sdc]
current_design zad_1

set clk_period 6.0
set clk_io_pct 0.2

create_clock -name clk0 -period $clk_period [get_ports {iCLK}]

set non_clock_inputs [all_inputs -no_clocks]
set_input_delay [expr $clk_period * $clk_io_pct] -clock clk0 $non_clock_inputs
set_output_delay [expr $clk_period * $clk_io_pct] -clock clk0 [all_outputs]
[./design.v]
`timescale 1ns / 1ps
module zad_1(
		input iCLK,
		output reg [7:0] seg,
		output reg [2:0] baza
    );
reg [3:0] rStan = 6;
reg [2:0] baza_temp = 3'b001;
reg [22:0] rCnt = 0;
reg sCLK1s = 1;
always @(posedge iCLK)  
	begin
		rCnt = rCnt +1;
		if (rCnt >= 23'd6000000)
		begin
			rCnt =0;
			sCLK1s = !sCLK1s;
		end
	end
always @(posedge sCLK1s)  
	begin
		rStan = rStan + 1;
		if (rStan >= 4'd6) rStan = 4'd0;
	end
always @(rStan)
	begin
		if (rStan == 4'd0) 
			begin
				baza = 3'b110;
				seg = 8'b00111001;
			end
		if (rStan == 4'd1) 
			begin
				baza = 3'b101;
				seg = 8'b00111001;
			end
		if (rStan == 4'd2) 
			begin
				baza = 3'b011;
				seg = 8'b00111001;
			end
		if (rStan == 4'd3) 
			begin
				seg = 8'b11000101;
			end
		if (rStan == 4'd4) 
			begin
				baza = 3'b101;
				seg = 8'b11000101;
			end
		if (rStan == 4'd5) 
			begin
				baza = 3'b110;
				seg = 8'b11000101;
			end
	end
endmodule
[./run.sh]
#!/bin/bash
# OpenROAD 26Q1-2900-gdf79404cd8, Yosys 0.63+post, stock flow scripts
make -C /OpenROAD-flow-scripts/flow DESIGN_CONFIG=/design/flow/config.mk WORK_HOME=/design/flow/orfs finish
==> results_slide.txt <==
Run Summary

Worst setup path
  • Largest delay contributor family on the critical path: simple AND/OR/NAND/NOR gates
  • Max stage delay on crit path: 560 ps
  • Cell-by-cell trace of the critical path: nand4_1 > nor4_2 > xor2_1 > a311oi_1 > or4_1 > a211oi_2 > buf_4 > nor3b_1
  • Register-to-Register Path Depth: 8
  • Kind of launch point of the worst setup path: register
  • Sum of buffers and inverters on the critical path: 1
  • Critical-path top delay cell: or4_1
  • Worst reg-to-reg setup slack: 3380 ps
  • Endpoint of the lowest-slack register-to-register path: rCnt[16]
  • Arrival @ worst endpoint: about 2800 ps
  • Crit Path Category: register to register
  • Data required time at the worst endpoint: between 6000 and 7000 ps
  • CP max FO: 17
  • Startpoint of the worst register-to-register path: rCnt[5]
  • Worst Setup End Kind: register

Drt
  • DR DRC count: 0
  • Count of antenna-violating nets left after detailed routing: 0
  • Detailed Routing Iterations Pass 1: 4
  • Routed length per instance: about 10 um
  • Number of violations reported at the end of detailed-routing iteration 0: 35
  • Overall via count from detail_route: 1464
  • Avg Vias per Cell: between 4 and 5
  • Final WL: 3152 um
  • Final antenna diode count: 0

Clocking
  • Number of buffers added by the clock tree synthesis step: 3
  • Number of buffers inserted by hold repair at cts: 0
  • H-tree levels: 1
  • Worst-case clock buffer depth: 2
  • Post CTS Setup Buffer Count: 0
  • TritonCTS clock tree: yes
  • Worst-Skew Late Latency: about 260 ps
  • Root cell of the clock tree: clkbuf_8
  • Post-CTS clock slew at the launch and capture registers of the worst setup and hold paths: 80 ps
  • Count of cells resized by post-cts repair: 0

Flow run
  • Count of warning messages emitted by the tools: 29
  • Max cap viols: 0

Layout
  • Post-synthesis to final-layout area growth: 9.657%
  • Count of placed standard cells in the final layout, fillers left out: 310
  • Share of cells above drive strength 1: a little over 5%
  • Fill cells: between 600 and 700
  • Utilization after layout: between 30% and 40%

Logic synthesis
  • Count of warnings emitted by yosys: 1
  • Share of async-settable or async-resettable flops after synthesis: 0%
  • Yosys stat cell total: ~230
  • Leading register cell type out of synthesis: dfxtp_1
  • Post-Synthesis Cells: between 200 and 250
  • Synth cell types: approximately 47
  • Post-Synthesis Mean Instance Area: around 7.9 um^2
  • Count of flip-flops with a built-in enable after synthesis: 1
  • Post-synthesis sequential element count: 33
  • Chip area estimate from yosys synthesis: approximately 0.0018 mm^2
  • Cell area after synthesis: between 0.0015 and 0.002 mm^2

Die
  • Horizontal die dimension: around 80 um
  • Placeable core region: between 0.005 and 0.006 mm^2
  • Chip Footprint: 0.006406 mm^2
  • Row count: 28
  • DIE HEIGHT: roughly 80 um
  • Number of top-level pins: 12
  • Core Density at Floorplan: a little under a third

Final timing
  • Actual transition at the worst max-transition pin: about 560 ps
  • Hold Fails Final Rpt: 0
  • Period utilisation layout: a little over two fifths
  • Count of unclocked register or latch pins: 9
  • Max Clk Rate: around 380 MHz
  • Hold slack: ~470 ps
  • Final worst clock skew: a little under 7 ps
  • Tmin final: roughly 2600 ps
  • Endpoints left unconstrained: 17
  • RSZ-0062 raised after global routing: no
  • Headroom to the max-slew limit: between 60% and 70%
  • Final tally of setup violations: 0
  • Sum Neg Setup Slack: 0 ps
  • Number of pins exceeding their max-slew limit in the final report: 0

GRT
  • Grt ovf: 0
  • Global Route Usage Sum: between 10 and 15%
  • Initial antenna violation count: 0
  • Via count of the first global-routing pass: 1292
  • Pin count of the biggest net entering global routing: 22
  • Wire length of the first global-routing pass: ~5600 um

Place
  • # placed instances: 306
  • Post-DP HPWL: around 2300 um
  • # port buffers: 9
  • Placer Congestion: approximately 0.82

Pwr
  • Power Total: roughly 0.26 mW
  • Static leakage: just over 0.7 nW
  • Power density cells: approximately 130 mW/mm^2
  • Max rail drop VDD: ~0.11 mV

Worst hold path
  • Hold Crit Class: register to register
  • Cell depth of the worst hold path: 1
  • Worst-case hold path end point: rCnt[0]
  • Critical hold path startpoint: rCnt[0]

Run status
  • Outcome: finished, final reports clean
==> registers in the layout, indices dropped and copies added, names as in the netlist <==
| signal | flops |
|---|---|
| baza | 3 |
| rCnt | 23 |
| rStan | 4 |
| sCLK1s | 1 |
| seg | 2 |
==> kinds of logic after synthesis <==
logic type / share of synthesized area [%]
buffers and inverters: 5.342
latches: 4.109
multiplexers: 0.5480
AND/OR/NAND/NOR: 33.97
other: 0.4111
adder cells (fa/ha/maj): 4.109
XOR/XNOR: 10.07
AND-OR/OR-AND: 10.21
flip-flops: 31.23
==> layout by cell type (no fill, tap or decap), types with 2 or more instances in the layout <==
| cell type | count |
|---|---|
| ha_1 | 6 |
| dlxtn_1 | 5 |
| dfxtp_1 | 27 |
| clkdlybuf4s50_1 | 9 |
| nor2b_1 | 5 |
| xnor2_1 | 10 |
| inv_1 | 5 |
| nor2_1 | 34 |
| or4_1 | 2 |
| a21oi_1 | 3 |
| xor2_1 | 11 |
| conb_1 | 3 |
| or2_2 | 2 |
| nand4_1 | 7 |
| a22o_1 | 2 |
| nor3_1 | 9 |
| and3_1 | 3 |
| o21ai_0 | 6 |
| buf_4 | 3 |
| clkbuf_8 | 3 |
| a21o_1 | 2 |
| nand3b_1 | 3 |
| and2_1 | 3 |
| nand2_1 | 35 |
| nor3b_1 | 3 |
| a21boi_0 | 2 |
| nand3_1 | 6 |
| nand2b_1 | 5 |
| o21bai_1 | 2 |
==> worst max-delay path by stage <==
stage | depth (start not counted) | slack (ps) | to | from
finish | 8 | 3380 | rCnt[16] | rCnt[5]
global route | 9 | 3110 | rCnt[5] | rCnt[0]
CTS | 9 | 3350 | rCnt[16] | rCnt[0]
==> cell usage after synthesis, types with 5 or more instances <==
master,count,area (um^2)
nor2_1,34,127.6
xor2_1,11,96.34
nand4_1,7,43.79
nand2_1,35,131.4
inv_1,5,18.77
dfxtp_1,27,540.5
ha_1,6,75.07
buf_4,7,52.55
nand3_1,6,30.03
xnor2_1,10,87.58
nor3_1,9,45.04
nor2b_1,5,31.28
o21ai_0,6,30.03
dlxtn_1,5,75.07
nand2b_1,5,31.28
==> metal layers <==
metal	global-route usage, %	wire length [um]	up-vias
met5	0	0	-
met4	1.071	12	0
met3	0.6961	76	2
met2	18.38	1434	24
met1	16.06	1629	655
li1	-	-	783
==> layout make-up <==
| cell class | instances | area [um^2] | area share [%] |
|---|---|---|---|
| Inverter | 5 | 18.77 | 0.9369 |
| Sequential cell | 33 | 645.6 | 32.23 |
| Clock buffer | 4 | 45.04 | 2.249 |
| Timing Repair Buffer | 12 | 112.6 | 5.621 |
| Multi-Input combinational cell | 181 | 1087 | 54.28 |
| Tap cell | 75 | 93.84 | 4.685 |
==> power by group <==
group | switching [mW] | internal, mW
clock | 0.0490 | 0.0474
sequential | 0 | 0.160
combinational | 0.0000721 | 0
==> through the flow <==
stage	setup slack (ps)	instance area (um^2)
2_1_floorplan	3559	1831
5_1_grt	3109	2003
4_1_cts	3354	2003
6_report	3377	2003
3_3_place_gp	3384	1958
3_5_place_dp	3386	1958
No activity file was given, so power comes from the tool's default toggle rates.
